[flow/design.v]
`timescale 1ns / 1ps
module AntiJitter(
	input clk, input I, output reg O
);
	parameter WIDTH = 20;
	reg [WIDTH-1:0] cnt = 0;
	always @ (posedge clk) begin
		if(I)
		begin
			if(&cnt)
				O <= 1'b1;
			else
				cnt <= cnt + 1'b1;
		end
		else
		begin
			if(|cnt)
				cnt <= cnt - 1'b1;
			else
				O <= 1'b0;
		end
	end
endmodule
[flow/run.sh]
#!/bin/bash
# OpenROAD 26Q1-2900-gdf79404cd8, Yosys 0.63+post, stock flow scripts
make -C /OpenROAD-flow-scripts/flow DESIGN_CONFIG=/design/flow/config.mk WORK_HOME=/design/flow/orfs finish
[flow/constraint.sdc]
current_design AntiJitter

set clk_period 4.3
set clk_io_pct 0.2

create_clock -name clk0 -period $clk_period [get_ports {clk}]

set non_clock_inputs [all_inputs -no_clocks]
set_input_delay [expr $clk_period * $clk_io_pct] -clock clk0 $non_clock_inputs
set_output_delay [expr $clk_period * $clk_io_pct] -clock clk0 [all_outputs]
[flow/config.mk]
export PLATFORM = sky130hd
export DESIGN_NAME = AntiJitter
export DESIGN_NICKNAME = AntiJitter
export VERILOG_FILES = /design/flow/design.v
export SDC_FILE = /design/flow/constraint.sdc
export NUM_CORES = 4
export LEC_CHECK = 1
export CORE_UTILIZATION = 30
==> impl_metrics.py <==
# Auto-generated metrics
metrics = {
    "synth": {
        "flop_cell": "edfxtp_1",
        "ys_ff": 21,
        "ys_async_sr_fraction_pct": 0,
        "edf_count": 21,
        "syn_area_um2": 1630,
        "synth_cells": 151,
        "yosysChipArea_um2": 1630,
        "ys_seq_share_pct": 38.6,
        "ys_types": 34,
        "synth.avg_cell_area_um2": 10.8,
        "ys_cells": 151,
        "ys_warn_count": 1,
    },
    "power": {
        "p_clk_share_pct": 9.4,
        "combinationalPowerShare_pct": 57.2,
        "swShare_pct": 41.7,
        "p_sw_uw": 599,
        "ir_drop_uv": 244,
        "internal_power_uw": 838,
        "power_density_nw_per_um2": 798,
        "seqPwrFrac_pct": 33.4,
        "p_leak_uw": 0.000731,
    },
    "final_timing": {
        "finalHoldViolations": 0,
        "min_period_ps": 3550,
        "fin_crit_sh_pct": 82.5,
        "whs_ps": 689,
        "finalClockSkew_ps": 0.977,
        "drv_slew": 0,
        "rsz0062_at_grt": "no",
        "finalSetupTns_ps": 0,
        "max_freq_mhz": 282,
        "slew_headroom_pct": 60.3,
        "tightest_slew_ps": 595,
        "setup_viol": 0,
    },
    "placed_design": {
        "gp_congestion": 0.861,
        "io_buffers": 2,
        "placed_area_um2": 1760,
        "dp_hpwl_mm": 2.40,
    },
    "routing": {
        "drt_iter0_markers": 55,
        "drc": 0,
        "antenna-diode-count": 0,
        "dr.pass1.iters": 4,
        "via_per_inst": 5.18,
        "wl_per_cell_um": 14.0,
        "wl_mm": 3.21,
        "ant_nets": 0,
        "vias": 1186,
    },
    "finish": {
        "syn_to_final_growth_pct": 10.3,
        "utilization_pct": 34.8,
        "stdcell_area_um2": 1800,
        "drive_gt1_share_pct": 6.92,
    },
    "setup_path": {
        "crit_type": "primary input to register",
        "endpoint_kind": "register",
        "cp_slowest_stage_delay_ps": 490,
        "crit_chain": "clkdlybuf4s50_1 -> inv_1 -> buf_4 -> ha_1 -> and3_1 -> a221oi_2 -> o31ai_2 -> a21o_4 -> o31ai_4 -> xnor2_1",
        "r2r_cells": 7,
        "worstPathArrival_ps": 3570,
        "worst-path-buf-inv": 3,
        "cp_top_family": "buffers and inverters",
        "worst-endpoint-required_ps": 4320,
        "crit_fanout": 14,
        "start_kind": "primary input",
        "worst_path_max_delay_cell": "clkdlybuf4s50_1",
        "crit_cells": 10,
    },
    "floorplan": {
        "core.rowCount": 26,
        "ios": 3,
        "core-area_um2": 5170,
        "die.size.y_um": 75.8,
        "initCoreUtil_pct": 31.6,
        "die-area_um2": 5740,
        "die-width_um": 75.8,
    },
    "clock_network": {
        "cts_tree": "built",
        "cts_root_buf": "clkbuf_8",
        "holdBufCountCts": 0,
        "cts_htree_levels": 1,
        "clk_latency_ps": 260,
        "clk_pin_slew_ps": 80,
        "clk_path_buf_depth": 2,
        "post_cts_buffers": 0,
        "clock_sinks": 21,
        "cts_buffers": 3,
        "cts_resized": 0,
    },
    "run": {
        "max-cap-violations": 0,
        "warning_count": 25,
    },
    "global_routing": {
        "grt_first_pass_wirelength_mm": 5.52,
        "antenna_found_initial": 0,
        "grt_util_all_layers_pct": 13.2,
        "grt_pass1_vias": 1154,
        "grt-ovfl-total": 0,
        "grt_start_max_net_pins": 15,
    },
    "min_path": {
        "hp-class": "register to register",
        "hold_depth": 1,
    },
    "run_status": {
        "status": "finished, final reports clean",
    },
}
==> through the flow <==
step	total power [uW]	setup WS, ps	instances
floorplan	1140	1280	151
detailed placement	1300	463	225
finish	1440	751	229
global route	1560	537	229
CTS	1440	744	229
global placement	1300	465	225
==> layout by cell type, fill, tap and decap left out <==
master	n
edfxtp_1	21
a31oi_1	4
clkbuf_8	3
a21o_1	10
nand2_1	8
o21ai_0	5
nand4b_1	1
and3_1	3
nor3_1	2
buf_4	2
o41ai_2	1
a211oi_1	1
nor2_1	6
nand2b_1	3
xnor2_1	11
mux2i_1	2
nand4_1	6
o21bai_2	1
o21ai_1	1
o31a_1	1
fa_1	1
inv_1	3
o31ai_4	1
nand3_1	3
o31ai_2	1
a221oi_2	1
xor2_1	8
o21a_1	3
a21oi_1	15
a21o_4	1
ha_1	18
clkbuf_1	1
o211ai_1	1
a41oi_1	1
and2_1	1
and4_1	1
clkdlybuf4s50_1	2
nor4_1	5
==> per-layer routing <==
layer	track usage, %	share of wire [%]	up-vias
li1	-	-	617
met1	21.4	53	549
met2	19.4	42	14
met3	1.88	2.4	6
met4	2.47	1.8	0
met5	0	0	-
==> registers in the layout, indices dropped and copies added (netlist names) <==
| register | cells |
|---|---|
| O | 1 |
| cnt | 20 |
==> cells by family (layout without fill, tap and decap cells) <==
kind of cell	Yosys count	after routing	share of synthesized area, %
AOI/OAI and AO/OA	48	48	21.5
xor gates and xnor gates	19	19	10.2
adders and majority gates	19	19	15.0
buffers and inverters	3	11	0.690
DFF	21	21	38.6
muxes	2	2	1.23
and+or+nand+nor	39	39	12.7
==> synth_stat cells (3+ instances only) <==
cell	number	share of area, %
a21o_1	10	4.6
a21oi_1	15	4.6
a31oi_1	4	1.5
and3_1	3	1.1
edfxtp_1	21	39
ha_1	18	14
inv_1	3	0.69
nand2_1	8	1.8
nand2b_1	3	1.1
nand3_1	3	0.92
nand4_1	6	2.3
nor2_1	6	1.4
nor4_1	5	1.9
o21a_1	3	1.4
o21ai_0	5	1.5
xnor2_1	11	5.9
xor2_1	8	4.3
==> final timing paths <==
path         startpoint      end  slack, ps
min              cnt[0]   cnt[0]        690
min reg2reg      cnt[0]   cnt[0]        690
max                   I  cnt[16]        750
max reg2reg      cnt[0]  cnt[16]       1850
==> cell type report <==
class | instances | area [um2]
clock buffers | 4 | 45.0
fillers | 508 | 3370
inverters | 3 | 11.3
multi-input cells | 127 | 991
flip-flops and latches | 21 | 631
well taps | 70 | 87.6
repair buffers | 4 | 35.0
==> worst register-to-register path, stage by stage, from the launching register on <==
cell and delay, ps:
edfxtp_1 500, fa_1 490, a21o_1 210, a221oi_2 330, o31ai_2 160, a21o_4 260
o31ai_4 170, xnor2_1 80
==> power by group through the flow <==
stage	clock, uW	combinational [uW]	sequential, uW
CTS	140	822	479
finish	135	822	481
global route	148	924	490
Power and IR drop assume default switching activity.
